File: flow/config.mk
export PLATFORM = sky130hd
export DESIGN_NAME = my_fifo
export DESIGN_NICKNAME = my_fifo
export VERILOG_FILES = /design/flow/design.v
export SDC_FILE = /design/flow/constraint.sdc
export NUM_CORES = 4
export LEC_CHECK = 1
export CORE_UTILIZATION = 50
File: flow/constraint.sdc
current_design my_fifo

set clk_period 5.6
set clk_io_pct 0.2

create_clock -name clk0 -period $clk_period [get_ports {clk}]

set non_clock_inputs [all_inputs -no_clocks]
set_input_delay [expr $clk_period * $clk_io_pct] -clock clk0 $non_clock_inputs
set_output_delay [expr $clk_period * $clk_io_pct] -clock clk0 [all_outputs]
File: flow/design.v
module my_fifo(
	input	clk,
	input	nrst,
	input	wen,
	input	[7:0]	in_data,
	input	ren,
	output	reg	[7:0]	out_data,
	output	empty,
	output	full
);
reg	[3:0]	w_add,r_add;
always@(posedge clk or negedge nrst)begin
	if(!nrst)
		w_add	<=	4'd0;
	else if(wen == 1'b1	&&	full == 1'b0)begin
		if(w_add == 4'b1111)
			w_add	<=	4'd0;
		else
			w_add	<=	w_add	+	1'b1;
	end
	else
		w_add	<=	w_add;
end
always@(posedge clk or negedge nrst)begin
	if(!nrst)
		r_add	<=	4'd0;
	else if(ren == 1'b1	&&	empty == 1'b0)begin
		if(r_add == 4'b1111)
			r_add	<=	4'd0;
		else
			r_add	<=	r_add	+	1'b1;
	end
	else
		r_add	<=	r_add;
end
reg	[7:0]	data	[7:0];
integer i;
always@(posedge clk or negedge nrst)begin
	if(!nrst)begin
		for(i = 0 ; i<8; i = i+1)
			data[i]	<=	8'd0;
	end
	else if(wen == 1'b1	&&	full == 1'b0)
		data[w_add]	<=	in_data;
	else if(ren == 1'b1	&&	empty == 1'b0)
		out_data	<=	data[r_add];
end
assign	empty	=	(r_add	==	w_add)	?	1'b1	:	1'b0;
assign	full	=	((r_add	^	w_add) == 4'b1000)	?	1'b1	:	1'b0;
endmodule
File: flow/run.sh
#!/bin/bash
# OpenROAD 26Q1-2900-gdf79404cd8, Yosys 0.63+post, stock flow scripts
make -C /OpenROAD-flow-scripts/flow DESIGN_CONFIG=/design/flow/config.mk WORK_HOME=/design/flow/orfs finish
==> impl_metrics.sql <==
-- physical implementation figures
INSERT INTO impl_metrics (metric_group, metric, value, unit) VALUES
('place', 'dpl-instance-area', '0.004010', 'mm2'),
('place', 'finalWeightedCongestion', '0.7939', ''),
('clocking', 'cts_max_path_buffers', '2', ''),
('clocking', 'clock-root-buffer', 'sky130_fd_sc_hd__clkbuf_8', ''),
('synth', 'postSynthSeqShare', '0.5497', ''),
('worst_setup_path', 'setup.worst_path.start_class', 'flip-flop', ''),
('floorplan', 'die_y', '88.20', 'um'),
('floorplan', 'design.die.area', '0.007778', 'mm2'),
('clocking', 'cts.repair.resized', '0', ''),
('clocking', 'cts_inserted_buffers', '9', ''),
('run', 'stage_log_warnings', '33', ''),
('finish', 'final_core_density', '0.5832', ''),
('timing', 'tns', '0', 'ns'),
('timing', 'layout_skew', '0.008518', 'ns'),
('timing', 'slew-limit-headroom', '0.4978', ''),
('synth', 'synth-edff-count', '8', ''),
('synth', 'async_reset_ff_frac', '0.9000', ''),
('min_path', 'min_delay_worst_type', 'flip-flop to flip-flop', ''),
('clocking', 'clk_pin_slew_worst_paths', '0.08', 'ns'),
('finish', 'growth_of_design_area_from_synthesis_to_finish', '13.27', '%'),
('grt', 'grt.overflow.total', '0', ''),
('timing', 'fin_crit_period', '3.316', 'ns'),
('floorplan', 'floorplanUtilization', '0.5149', ''),
('clocking', 'cts_tree', 'done', ''),
('synth', 'yosysWarningCount', '2', ''),
('synth', 'top_cells_by_area', 'sky130_fd_sc_hd__dfrtp_1 49%, sky130_fd_sc_hd__mux2_2 21%, sky130_fd_sc_hd__edfxtp_1 6.5%, sky130_fd_sc_hd__ha_1 4.0%, sky130_fd_sc_hd__a22oi_1 2.8%', ''),
('synth', 'synth-seq-cells', '80', ''),
('place', 'dp.final_hpwl', '5.006', 'mm'),
('grt', 'first_global_vias', '2278', ''),
('clocking', 'h_tree_lvl_count', '3', ''),
('drt', 'antenna_cells', '0', ''),
('floorplan', 'num_rows', '31', ''),
('synth', 'synth_cell_types', '35', ''),
('synth', 'commonest_register_cell_after_synthesis', 'sky130_fd_sc_hd__dfrtp_1', ''),
('timing', 'max_clock_freq', '301.5', 'MHz'),
('finish', 'fin_area', '0.004208', 'mm2'),
('timing', 'hold_violations', '0', ''),
('grt', 'grt_usage', '0.2247', ''),
('synth', 'synth-cells-yosys', '278', ''),
('finish', 'multi_input_comb_area', '0.001583', 'mm2'),
('drt', 'final_antenna_net_count', '0', ''),
('drt', 'routed_wl', '7.841', 'mm'),
('min_path', 'hold_path_startpoint', 'data[1][1]$_DFFE_PN0P_', ''),
('timing', 'max_slew_vio_count', '0', ''),
('synth', 'ys_chip_area', '0.003715', 'mm2'),
('finish', 'drive_above_1_share', '0.2993', ''),
('synth', 'top_area_cell', 'sky130_fd_sc_hd__dfrtp_1', ''),
('timing', 'worst_pin_slew', '0.7533', 'ns'),
('power', 'total_power_per_unit_cell_area', '589.2', 'mW/mm2'),
('grt', 'grt_max_degree', '49', ''),
('floorplan', 'die_x_extent', '88.20', 'um'),
('timing', 'timing.final.setup_violations', '0', ''),
('finish', 'flop_area', '0.002042', 'mm2'),
('drt', 'post_drt_wl_per_cell', '19.46', 'um'),
('run_status', 'outcome', 'finished clean', ''),
('power', 'vdd_drop_max', '0.2585', 'mV'),
('worst_setup_path', 'critPathArrivalTime', '2.20', 'ns'),
('synth', 'synth_dominant_cell_count', 'sky130_fd_sc_hd__dfrtp_1', ''),
('synth', 'synthCells', '278', ''),
('clocking', 'cts_sinks', '80', ''),
('drt', 'route.vias.total', '2339', ''),
('clocking', 'cts.repair_timing.setup_buffer_count', '0', ''),
('timing', 'rsz0062_at_grt', 'false', ''),
('grt', 'grt_pass1_wl', '12.36', 'mm'),
('worst_setup_path', 'timing.setup.critical_path_class', 'flip-flop to output pin', ''),
('worst_setup_path', 'crit-reg2reg-launch', 'r_add[1]$_DFFE_PN0P_', ''),
('synth', 'synth_area_per_cell', '13.36', 'um2'),
('clocking', 'cts_hold_buf', '0', ''),
('grt', 'grt_antenna_before_repair', '0', ''),
('floorplan', 'io-pin-count', '22', ''),
('worst_setup_path', 'worst_setup_path_startpoint', 'w_add[2]$_DFFE_PN0P_', '');
-- final timing paths --
| path | endpoint | slack [ns] | cells after the start |
|---|---|---|---|
| worst min-delay path | data[1][1]$_DFFE_PN0P_ | 0.51 | 1 |
| worst max register to register | out_data[7]$_DFFE_PP_ | 3.05 | 6 |
| max in group asynchronous | data[0][0]$_DFFE_PN0P_ | 3.79 | 2 |
| worst min register to register | data[1][1]$_DFFE_PN0P_ | 0.51 | 1 |
| worst max-delay path | empty | 2.28 | 4 |
| min in group asynchronous | data[7][6]$_DFFE_PN0P_ | 0.77 | 1 |
-- critical path, cell delays in order, from the launching register on --
cell and delay (ns):
sky130_fd_sc_hd__dfrtp_1 0.59, sky130_fd_sc_hd__xnor2_1 0.39, sky130_fd_sc_hd__nand3_1 0.27, sky130_fd_sc_hd__nor2_1 0.14
sky130_fd_sc_hd__clkdlybuf4s50_1 0.47
-- logic make-up (layout without fill, tap and decap cells) --
| group | after synthesis | count (layout) | share of synthesized area |
|---|---|---|---|
| AND-OR/OR-AND | 54 | 54 | 0.1078 |
| multiplexers | 70 | 70 | 0.2119 |
| adder cells (fa/ha/maj) | 12 | 12 | 0.04042 |
| flip-flops | 80 | 80 | 0.5497 |
| XOR/XNOR | 4 | 4 | 0.009433 |
| AND/OR/NAND/NOR | 35 | 35 | 0.05658 |
| buffers and inverters | 23 | 49 | 0.02425 |
-- power by group --
| part | switching (mW) | leakage [nW] | internal, mW |
|---|---|---|---|
| sequential | 0.185 | 0.941 | 0.888 |
| combinational | 0.463 | 0.724 | 0.517 |
| clock | 0.207 | 0.0997 | 0.219 |
-- placed cells by master, fill, tap and decap left out, types with 2 or more instances in the layout --
master	instances
sky130_fd_sc_hd__a211oi_1	2
sky130_fd_sc_hd__o21a_1	2
sky130_fd_sc_hd__o21ai_0	5
sky130_fd_sc_hd__nor3b_4	3
sky130_fd_sc_hd__edfxtp_1	8
sky130_fd_sc_hd__a31oi_1	2
sky130_fd_sc_hd__nor3b_1	2
sky130_fd_sc_hd__nor2_1	12
sky130_fd_sc_hd__a22o_1	6
sky130_fd_sc_hd__nand4_1	5
sky130_fd_sc_hd__inv_1	9
sky130_fd_sc_hd__a222oi_1	6
sky130_fd_sc_hd__mux2_2	69
sky130_fd_sc_hd__a22oi_1	14
sky130_fd_sc_hd__xnor2_1	3
sky130_fd_sc_hd__ha_1	12
sky130_fd_sc_hd__a21oi_1	10
sky130_fd_sc_hd__and3_1	2
sky130_fd_sc_hd__nand2_1	6
sky130_fd_sc_hd__nand3_1	3
sky130_fd_sc_hd__clkbuf_8	10
sky130_fd_sc_hd__buf_4	3
sky130_fd_sc_hd__clkinv_2	2
sky130_fd_sc_hd__clkdlybuf4s50_1	20
sky130_fd_sc_hd__a221oi_1	2
sky130_fd_sc_hd__dfrtp_1	72
-- stage by stage --
step	total power, mW	setup slack, ns	instances	hold slack (ns)
after global placement	2.048	2.428	387	0.4879
after detailed placement	2.063	2.382	387	0.4941
final	2.479	2.284	403	0.5114
after CTS	2.497	2.322	403	0.5147
after floorplan	1.770	2.995	278	0.4737
after global routing	2.638	2.210	403	0.5283
-- metal layers --
metal,vias to the layer above,part of all wire,track usage
met5,-,0,0
met1,1189,0.44,0.3390
met3,8,0.054,0.04962
met2,53,0.49,0.3643
met4,0,0.010,0.02493
li1,1089,-,-
-- state kept, by name (all words and copies together), names as in the netlist --
name      flops
out_data      8
r_add         4
data         64
w_add         4
-- final cells by class --
cell class              count  share of cell area
clock buffers              11             0.03360
clock inverters             5             0.01338
inverters                   9            0.008029
multi-input cells         175              0.3762
flip-flops and latches     80              0.4853
well taps                  99             0.02944
repair buffers             24             0.05412
Power is estimated from default activity; no workload was simulated.
