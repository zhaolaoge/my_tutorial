File: flow/config.mk
export PLATFORM = sky130hd
export DESIGN_NAME = frequency_dividers
export DESIGN_NICKNAME = frequency_dividers
export VERILOG_FILES = /design/flow/design.v
export SDC_FILE = /design/flow/constraint.sdc
export NUM_CORES = 4
export LEC_CHECK = 1
export CORE_AREA = 10 10 75 75
export DIE_AREA = 0 0 85 85
File: flow/constraint.sdc
current_design frequency_dividers

set clk_period 1.8
set clk_io_pct 0.2

create_clock -name clk0 -period $clk_period [get_ports {clkin}]

set non_clock_inputs [all_inputs -no_clocks]
set_input_delay [expr $clk_period * $clk_io_pct] -clock clk0 $non_clock_inputs
set_output_delay [expr $clk_period * $clk_io_pct] -clock clk0 [all_outputs]
File: flow/design.v
module frequency_dividers(
	input	clkin,
	input	nrst,
	output	reg	clk_1,   
	output	clk_2,	 
	output	clk_3,	 
	output	reg	clk_4	 
);
parameter	n1=3,n2=3,n3=5,m=11,n=4;
reg[2:0]	counter1;
always@(posedge	clkin or negedge nrst)begin
	if(!nrst)
		counter1	<=	3'd0;
	else	if(counter1	<	n1-1)
		counter1	<=	counter1	+	1'b1;
	else
		counter1	<=	3'd0;
end
always@(posedge	clkin or negedge nrst)begin
	if(!nrst)
		clk_1	<=	1'd0;
	else	if(counter1	==	3'd1)
		clk_1	<=	!clk_1;
	else
		clk_1	<=	clk_1;
end
reg	[2:0]	counter2;
always@(posedge	clkin or negedge nrst)begin
	if(!nrst)
		counter2	<=	3'd0;
	else	if(counter2	<	(2*n2))
		counter2	<=	counter2	+	1'b1;
	else
		counter2	<=	3'd0;
end
reg	clk2_pos,clk2_neg;
always@(posedge	clkin or negedge nrst)begin
	if(!nrst)
		clk2_pos	<=	1'd0;
	else	if(counter2	<=	n2-1)
		clk2_pos	<=	1'b1;
	else
		clk2_pos	<=	1'b0;
end
always@(negedge	clkin or negedge nrst)begin
	if(!nrst)
		clk2_neg	<=	1'd0;
	else	if(counter2	<=	n2-1)
		clk2_neg	<=	1'b1;
	else
		clk2_neg	<=	1'b0;
end
assign	clk_2	=	(clk2_pos	|	clk2_neg);
reg	[3:0]	counter3;
always@(posedge clkin or negedge nrst)begin
	if(!nrst)
		counter3	<=	3'd0;
	else	if(counter3	<	(2*n3))
		counter3	<=	counter3	+	1'b1;
	else
		counter3	<=	3'd0;
end
reg	clk3_pos,clk3_neg;	
always@(posedge	clkin or negedge nrst)begin
	if(!nrst)
		clk3_pos	<=	1'd0;
	else	if(counter3	<=	n3)
		clk3_pos	<=	1'b1;
	else
		clk3_pos	<=	1'b0;
end
always@(negedge	clkin or negedge nrst)begin
	if(!nrst)
		clk3_neg	<=	1'd0;
	else	if((counter3	<	n3+1)	&&	(counter3	>	0))
		clk3_neg	<=	1'b0;
	else
		clk3_neg	<=	1'b1;
end
assign	clk_3	=	(clk3_pos	&	clk3_neg);
reg	[3:0]	counter4;
always@(posedge	clkin or negedge nrst)begin
	if(!nrst)
		counter4	<=	4'd0;
	else	if(counter4	>=	m-n)
		counter4	<=	counter4	+	n - m;
	else
		counter4	<=	counter4	+	n;
end
always@(posedge	clkin or negedge nrst)begin
	if(!nrst)
		clk_4	<=	1'b0;
	else	if(counter4	>=	m-n)
		clk_4	<=	clkin;
	else
		clk_4	<=	1'b0;
end
endmodule
File: flow/run.sh
#!/bin/bash
# OpenROAD 26Q1-2900-gdf79404cd8, Yosys 0.63+post, stock flow scripts
make -C /OpenROAD-flow-scripts/flow DESIGN_CONFIG=/design/flow/config.mk WORK_HOME=/design/flow/orfs finish
==> flow_metrics.env <==
# flow metrics
export IMPL_area_growth_pct=33.0
export IMPL_cts_tree="yes"
export IMPL_ys_ff=20
export IMPL_drt_wirelength_per_cell_um=9.73
export IMPL_detailed_place_hpwl_um=953
export IMPL_log_warning_count=33
export IMPL_clk_pin_slew_ns=0.07
export IMPL_postSynthSeqShare=0.582
export IMPL_maxSlewViolCount=0
export IMPL_io_buffer_count=5
export IMPL_violations="hold timing, setup timing"
export IMPL_critPathMaxFanout=1
export IMPL_grt_pass1_vias=534
export IMPL_initial_utilization=0.212
export IMPL_grt_use_met1=0.0472
export IMPL_hold_ws_ns=-0.00822
export IMPL_finalWirelength_mm=1.34
export IMPL_grt_overflow=0
export IMPL_setup_violations=2
export IMPL_crit_arrival_ns=1.94
export IMPL_coreArea_um2=4060
export IMPL_skew_ns=0.0298
export IMPL_drive_gt1_frac=0.284
export IMPL_yosysWarnings=1
export IMPL_globalplace_congestion=0.745
export IMPL_std_cell_rows=23
export IMPL_grt_max_degree=15
export IMPL_ios=6
export IMPL_lay_top_cells="18 x dfrtp_1, 8 x ha_1, 8 x buf_4"
export IMPL_antenna_found_initial=0
export IMPL_grt_setup_unrepaired="true"
export IMPL_leakage_nw=0.527
export IMPL_die_w_um=85
export IMPL_worst_endpoint_required_ns=1.44
export IMPL_yosysTopAreaCellShare=0.524
export IMPL_yosysChipArea_um2=860
export IMPL_crit_buf_inv=1
export IMPL_cp_slowest_cell="dfrtn_1"
export IMPL_grt_pass1_wl_mm=2.28
export IMPL_maxCapViolCount=0
export IMPL_firstDrtPassIters=4
export IMPL_worstSetupPathType="reg -> out"
export IMPL_track_usage=0.0377
export IMPL_grt_busiest_layer="met2"
export IMPL_vias=530
export IMPL_relSlewSlack=0.831
export IMPL_n_antenna_cell=0
export IMPL_die_area_um2=7230
export IMPL_syn_inst=68
export IMPL_die_h_um=85
export IMPL_worstMarginPinSlew_ns=0.252
export IMPL_pre_cts_ws_ns=-0.410
export IMPL_hold_viol=1
export IMPL_hold_buffers=0
export IMPL_drtIter0Drc=14
export IMPL_crit_chain="or2_4, buf_6"
export IMPL_ant_nets=0
export IMPL_hold_class="clk -> reg"
export IMPL_grt_use_met2=0.0531
export IMPL_met3_usage=0.0241
export IMPL_clock_latency_ns=0.38
export IMPL_area_leaders="dfrtp_1 52%, ha_1 13%, dfrtn_1 5.8%"
export IMPL_synth_largest_area_cell="dfrtp_1"
export IMPL_crit_family="flip-flops"
export IMPL_viasPerCell=3.84
export IMPL_syn_cell_area_um2=860
export IMPL_post_route_drc_count=0
export IMPL_finalCoreUtilization=0.282
export IMPL_synthDistinctLibCells=22
export IMPL_status="finished with violations"
export IMPL_crit_path_start_kind="flip-flop"
export IMPL_lay_top_count="dfrtp_1"
export IMPL_syn_area_per_cell_um2=12.6
export IMPL_setup_slack_ns=-0.497
export IMPL_setup_worst_path_end_class="primary output"
export IMPL_ir_drop_mv=0.391
export IMPL_p_per_area_nw_per_um2=843
export IMPL_critPathMaxStageDelay_ns=0.33
export IMPL_synth_stat_cells=68
-- per-layer routing --
metal  share of wire  wire (um)
met1            0.48        642
met2            0.45        598
met3           0.064         86
met4           0.011         15
met5               0          0
-- per-stage QoR --
step / instance area, um2 / setup TNS, ns / instances / total power [W] / hold slack, ns
after global placement: 1040 / -0.800 / 130 / 0.000478 / 0.138
after CTS: 1130 / -0.932 / 137 / 0.000982 / 0.00259
after detailed placement: 1040 / -0.802 / 130 / 0.000478 / 0.138
after global routing: 1140 / -1.01 / 138 / 0.00101 / 0.0480
after floorplan: 875 / -0.0130 / 68 / 0.000464 / 0.0644
final: 1140 / -0.905 / 138 / 0.000964 / -0.00822
-- worst reg2reg max path, cell delays in order, from the launching register on --
cell,delay [ns]
dfrtp_1,0.37
inv_2,0.06
ha_4,0.15
a21oi_2,0.10
o21ai_1,0.07
-- repair_timing --
| action | CTS | global route |
|---|---|---|
| setup endpoints to repair | 2 | 3 |
| buffers inserted | 0 | 1 |
| cloned | 0 | 0 |
| pin swaps | 2 | 1 |
| resized | 6 | 2 |
-- power by group --
| part | switching (W) | internal, W | total [W] |
|---|---|---|---|
| combinational | 0.00000876 | 0.00000474 | 0.0000135 |
| sequential | 0 | 0.000449 | 0.000449 |
| clock | 0.000160 | 0.000341 | 0.000501 |
-- cells by family (layout without fill, tap and decap cells) --
family                     after synthesis  count (layout)  synth area share
xor gates and xnor gates                 4               4            0.0408
and+or+nand+nor                         16              16             0.102
DFF                                     20              20             0.582
adders and majority gates                9               9             0.131
AOI/OAI and AO/OA                       12              12            0.0932
buffers and inverters                    5              25            0.0218
muxes                                    2               2            0.0291
-- cell usage after synthesis --
master and instances:
nand2_1 2, and2_1 3, a21oi_1 5, nor2b_1 1
a21boi_0 1, dfrtn_1 2, xnor2_1 4, a21oi_2 1
ha_1 9, mux2i_1 1, dfrtp_1 18, nor3_1 2
mux2_4 1, or2_2 1, o21ai_0 3, o31ai_1 1
nor2_1 2, nand3_1 1, inv_1 5, nand2b_1 3
nor3b_1 1, a21oi_4 1
-- final cells by class --
class                           instances  area (um2)
Tap cell                               50        62.6
Multi-Input combinational cell         43         359
Timing Repair Buffer                   13         106
Fill cell                             394        2910
Inverter                                5        18.8
Clock buffer                            7        96.3
Sequential cell                        20         500
-- flip-flops by register name (all words and copies together) (netlist names) --
signal    count
clk2_neg      1
counter2      3
clk3_pos      1
counter1      3
clk3_neg      1
counter3      4
clk_1         1
counter4      4
clk2_pos      1
clk_4         1
-- final timing paths --
check	cells after the start	slack, ns	end	start
min in group asynchronous	2	0.39	counter1[0]	nrst
worst min register to register	1	0.47	counter1[0]	counter1[0]
worst max register to register	4	0.03	clk3_neg	counter3[1]
max in group asynchronous	1	0.65	clk2_neg	nrst
worst min-delay path	3	-0.008	clk_4	clkin
worst max-delay path	2	-0.50	clk_2	clk2_neg
Power is estimated from default activity; no workload was simulated.
