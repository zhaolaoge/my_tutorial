==> design.v <==
module my_async_fifo(
	input	clk_w,
	input	clk_r,
	input	nrst,
	input	w_en,
	input	r_en,
	input	[7:0]	w_data,
	output	reg	[7:0]	r_data,
	output	empty,
	output	full
);
reg	[3:0]	w_add_pointer,r_add_pointer;
always@(posedge clk_w or negedge nrst)begin
	if(!nrst)
		w_add_pointer	<=	4'd0;
	else	if(w_en &&	(!full))
		w_add_pointer	<=	w_add_pointer	+	1'b1;
	else
		w_add_pointer	<=	w_add_pointer;
end
always@(posedge clk_r or negedge nrst)begin
	if(!nrst)
		r_add_pointer	<=	4'd0;
	else	if(r_en	&&	(!empty))
		r_add_pointer	<=	r_add_pointer	+	1'b1;
	else
		r_add_pointer	<=	r_add_pointer;
end
wire	[3:0]	w_add_gary,r_add_gary;
assign	w_add_gary	=	(w_add_pointer	>>	1)	^	w_add_pointer;
assign	r_add_gary	=	(r_add_pointer	>>	1)	^	r_add_pointer;
reg	[3:0]	w_add_gary_r,w_add_gary_rr,r_add_gary_r,r_add_gary_rr;
always@(posedge clk_w or negedge nrst)begin
	if(!nrst)begin
		r_add_gary_r	<=	4'd0;
		r_add_gary_rr	<=	4'd0;
	end
	else	begin
		r_add_gary_r	<=	r_add_gary;
		r_add_gary_rr	<=	r_add_gary_r;
	end
end
always@(posedge clk_r or negedge nrst)begin
	if(!nrst)begin
		w_add_gary_r	<=	4'd0;
		w_add_gary_rr	<=	4'd0;
	end
	else	begin
		w_add_gary_r	<=	w_add_gary;
		w_add_gary_rr	<=	w_add_gary_r;
	end
end
assign	empty	=	(r_add_gary	==	w_add_gary_rr);
assign	full	=	(w_add_gary[3:2]	!=	r_add_gary_rr[3:2])	&	(w_add_gary[1:0]	==	r_add_gary_rr[1:0]);
wire	[2:0]	w_add	=	w_add_pointer[2:0];
wire	[2:0]	r_add	=	r_add_pointer[2:0];
integer i;
reg	[7:0]	ram	[7:0];
always@(posedge	clk_w or negedge nrst)begin
	if(!nrst)begin
		for(i=0;i<7;i=i+1)
			ram[i]	<=	8'd0;
	end
	else if(w_en & (!full))
			ram[w_add]	<=	w_data;
end
always@(posedge clk_r or negedge nrst)begin
	if(!nrst)
		r_data	<=	8'd0;
	else if(r_en & (!empty))
		r_data	<=	ram[r_add];
end
endmodule
==> run.sh <==
#!/bin/bash
# OpenROAD 26Q1-2900-gdf79404cd8, Yosys 0.63+post, stock flow scripts
make -C /OpenROAD-flow-scripts/flow DESIGN_CONFIG=/design/flow/config.mk WORK_HOME=/design/flow/orfs finish
==> config.mk <==
export PLATFORM = sky130hd
export DESIGN_NAME = my_async_fifo
export DESIGN_NICKNAME = my_async_fifo
export VERILOG_FILES = /design/flow/design.v
export SDC_FILE = /design/flow/constraint.sdc
export NUM_CORES = 4
export LEC_CHECK = 1
export CORE_UTILIZATION = 40
==> constraint.sdc <==
current_design my_async_fifo

set clk_period 7.3
set clk_io_pct 0.2

create_clock -name clk0 -period $clk_period [get_ports {clk_r}]
create_clock -name clk1 -period $clk_period [get_ports {clk_w}]

set non_clock_inputs [all_inputs -no_clocks]
set_input_delay [expr $clk_period * $clk_io_pct] -clock clk0 $non_clock_inputs
set_output_delay [expr $clk_period * $clk_io_pct] -clock clk0 [all_outputs]
==> impl_metrics.env <==
# implementation run metrics
export IMPL_status="finished, final reports clean"
export IMPL_initial_core_util=0.413
export IMPL_yosysTopAreaCell="dfrtp_1"
export IMPL_via_per_inst=5.35
export IMPL_wl_mm=9.31
export IMPL_hpwlAfterDp_mm=5.86
export IMPL_drcViolationCount=0
export IMPL_gr_total_overflow=0
export IMPL_ant_nets=0
export IMPL_antenna_cells=0
export IMPL_dieArea_um2=11100
export IMPL_grt_max_degree=46
export IMPL_top_cell="dfrtp_1"
export IMPL_portBuffers=21
export IMPL_min_path_type="reg -> reg"
export IMPL_start_kind="flop"
export IMPL_fin_cells=482
export IMPL_critPathMaxFanout=10
export IMPL_hold_viol_final=0
export IMPL_reg2reg_from="w_add_pointer[2]"
export IMPL_core_area_um2=10400
export IMPL_ys_cells=314
export IMPL_cp_required_ps=5840
export IMPL_finalClockSkew_ps=11.3
export IMPL_yosysWarnings=2
export IMPL_rr_worst_depth=4
export IMPL_drive_above_1_share=0.269
export IMPL_r2r_end="ram[7][0]"
export IMPL_pwr_share_seq=0.398
export IMPL_p_clk_frac=0.174
export IMPL_grt_pass1_wl_mm=15.3
export IMPL_hold_end="w_add_gary_rr[1]"
export IMPL_postSynthCellCount=314
export IMPL_setup_viol=0
export IMPL_die_h_um=106
export IMPL_intPower_mw=1.48
export IMPL_drt_iter0_drc=116
export IMPL_crit_arrival_ps=2540
export IMPL_vias=2580
export IMPL_grt_use_total=0.190
export IMPL_p_comb_frac=0.428
export IMPL_ctsResizeCount=0
export IMPL_io_pins=23
export IMPL_antenna_found_initial=0
export IMPL_yosysSeqAreaShare=0.570
export IMPL_pre_cts_slack_ps=3670
export IMPL_gp_congestion=0.791
export IMPL_min_path_cells=0
export IMPL_final_util=0.471
export IMPL_warnings=36
export IMPL_fin_setup_tns_ps=0
export IMPL_yosysTopAreaCellShare=0.514
export IMPL_avgSynthCellArea_um2=13.7
export IMPL_power_switching_uw=864
export IMPL_worst_slew_pin_slew_ps=712
export IMPL_dp_cells=462
export IMPL_max_vdd_ir_drop_v=0.000165
export IMPL_fp_dieW_um=106
export IMPL_criticalPathCategory="reg -> out"
export IMPL_p_sw_frac=0.368
export IMPL_top_cells_by_count="dfrtp_1 (88), mux2_2 (57), ha_1 (16), inv_1 (16)"
export IMPL_max_slew_margin=0.525
export IMPL_synth_lib_cells_used_distinct=39
export IMPL_dr_pass1_iters=4
export IMPL_synth_area_um2=4290
export IMPL_power_density_nw_per_um2=480
export IMPL_path_clk_slew_ps=80
export IMPL_fp_row_count=37
export IMPL_grt_pass1_vias=2702
export IMPL_ctsHoldBuffers=0
export IMPL_p_leak_nw=2.03
export IMPL_clock_sink_count=96
export IMPL_tritoncts="built"
export IMPL_min_delay_start="w_add_gary_r[1]"
export IMPL_edf_count=8
export IMPL_drv_slew=0
export IMPL_yosys_stat_area_um2=4290
export IMPL_area_leaders="dfrtp_1 (51%), mux2_2 (15%), edfxtp_1 (5.6%), ha_1 (4.7%), a21oi_4 (2.7%)"
export IMPL_async_flop_share=0.917
export IMPL_rsz0062_at_grt="false"
export IMPL_post_cts_buffers=0
export IMPL_synth_flops=96
export IMPL_worst_setup_path_end_kind="output port"
export IMPL_r2r_setup_slack_ps=4720
export IMPL_setup_slack_ps=3300
export IMPL_synthToLayoutAreaGrowth_pct=14.0
export IMPL_wire_per_inst_um=19.3
export IMPL_ff_type="dfrtp_1"
export IMPL_maxCapViolCount=0
[cells by family after synthesis]
group / share of synthesized area
and+or+nand+nor: 0.0505
adders and majority gates: 0.0467
muxes: 0.167
xor gates and xnor gates: 0.0245
DFF: 0.570
AOI/OAI and AO/OA: 0.111
buffers and inverters: 0.0301
[cell type report]
type                            count  area, um2
Clock buffer                       14        183
Clock inverter                      6       63.8
Fill cell                         927       5480
Inverter                           16       60.1
Multi-Input combinational cell    188       1720
Sequential cell                    96       2440
Tap cell                          136        170
Timing Repair Buffer               26        245
[metal layers]
metal,vias up,global-route usage,wire (um)
met5,-,0,0
met4,0,0.0258,127
met3,9,0.0580,601
met2,65,0.299,4460
met1,1311,0.280,4120
li1,1195,-,-
[state kept, by name, summed over array words and instances (netlist names)]
name           flops
r_add_pointer      4
r_add_gary_r       4
r_add_gary_rr      4
ram               64
r_data             8
w_add_gary_rr      4
w_add_gary_r       4
w_add_pointer      4
[through the flow]
step	power, mW	hold WS, ps	instance area [um2]
detailed placement	1.95	338	4640
global placement	1.93	335	4640
floorplan	1.64	331	4290
finish	2.35	348	4890
CTS	2.37	350	4890
global route	2.52	362	4890
[placed cells by master, fill, tap and decap left out, drive strengths merged, types with 2 or more instances in the layout]
| cell type | Yosys | routed |
|---|---|---|
| nand2 | 7 | 7 |
| clkbuf | 8 | 14 |
| a22o | 2 | 2 |
| o32ai | 8 | 8 |
| a21oi | 13 | 13 |
| xor2 | 8 | 8 |
| o21ai | 10 | 10 |
| a22oi | 11 | 11 |
| mux2i | 3 | 3 |
| clkinv | 0 | 2 |
| a221o | 2 | 2 |
| mux2 | 61 | 61 |
| nor3 | 6 | 6 |
| ha | 16 | 16 |
| a222oi | 3 | 3 |
| nand3 | 11 | 11 |
| edfxtp | 8 | 8 |
| inv | 16 | 17 |
| clkinvlp | 0 | 2 |
| buf | 6 | 6 |
| nand3b | 2 | 2 |
| nor2 | 3 | 3 |
| a221oi | 4 | 4 |
| clkdlybuf4s50 | 0 | 20 |
| nor2b | 2 | 2 |
| dfrtp | 88 | 88 |
| nor3b | 2 | 2 |
| and2 | 2 | 2 |
| xnor2 | 4 | 4 |
[worst max-delay path, stage by stage, from the launching register on]
cell and delay, ps:
dfrtp_1 400, inv_1 100, ha_1 350, xor2_1 180, a311oi_2 240, buf_4 290, and2_1 160, clkdlybuf4s50_1 460
[how the worst max path moves through the flow]
stage / depth (start not counted) / startpoint / slack (ps) / endpoint
after CTS: 7 / w_add_pointer[0] / 3270 / full
after global routing: 7 / w_add_pointer[0] / 3150 / full
final: 7 / w_add_pointer[0] / 3300 / full
[power groups by stage]
| stage | clock network, mW | registers [mW] | logic (mW) |
|---|---|---|---|
| after CTS | 0.423 | 0.937 | 1.01 |
| after global routing | 0.449 | 0.971 | 1.10 |
| final | 0.409 | 0.934 | 1.00 |
Power is estimated from default activity; no workload was simulated.
